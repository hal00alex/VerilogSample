`design.v`:
```
module SinglePulser(button, pulsebutton, clk);
input clk, button;
reg state;
output reg pulsebutton;
initial
begin
state<=0;
end
always @(posedge clk)
begin
if (button==1 && state==0)
begin
state<=1;
pulsebutton<=1;
end
else if (button==1 && state==1) 
begin
state<=1;
pulsebutton<=0;
end
else 
begin
state<=0;
pulsebutton<=0;
end
end
endmodule
module Top (CLK, SW6, R1, G1, B1, Hs, Vs, PS2Clk, si); 
input CLK, SW6, PS2Clk, si;  
output Hs, Vs; 
output [3:0] R1, B1, G1; 
wire [4:0] counter; 
wire [21:0] Q;
shift S2(PS2Clk, si, Q, counter);
Master M(CLK, SW6, R1, G1, B1, Hs, Vs, PS2Clk, counter, Q); 
endmodule 
module shift (PS2Clk, si, Q, counter);
input PS2Clk,si;
output reg [21:0] Q;
output reg [4:0] counter;
always@(negedge PS2Clk)
	begin
	  Q[21]<=si;
	  Q[20:0]<=Q[21:1]; 
	  if(counter==11) counter=1;
	  else counter=counter+1;
	end
endmodule
module Master (CLK, SW6, R1, G1, B1, Hs, Vs, PS2Clk, counter, Q);
input CLK, SW6, PS2Clk;  
reg singlepulser, singlepulserD, singlepulserU, singlepulserL,singlepulserR, singlepulserESC, ap1, ap2, ap3; 
wire singlepulser2, singlepulserD2, singlepulserU2, singlepulserL2, singlepulserR2; 
wire singlepulser2F, singlepulserDF, singlepulserUF, singlepulserLF, singlepulserRF, singlepulserESC2; 
reg [12:0] X1, Y1, X2, Y2; 
reg escFlag; 
input [21:0] Q; 
input [4:0] counter; 
output Hs, Vs; 
output [3:0] R1, B1, G1; 
reg [8:0] length; 
reg leftFlag, rightFlag, upFlag, downFlag, moveFlag, VFlag, HFlag, startFlag, deathFlag; 
complexDivider CLK1(CLK, slowCLK); 
complexDivider2 frame1(CLK, frame); 
MonitorB M(slowCLK, X1, X2, Y1, Y2, Hs, Vs, R1, G1, B1, SW6, startFlag, deathFlag, ap1, ap2, ap3, escFlag);  
SinglePulser S1(singlepulser, singlepulser2, CLK); 
SinglePulser S2(singlepulserD, singlepulserD2, CLK); 
SinglePulser S3(singlepulserU, singlepulserU2, CLK); 
SinglePulser S4(singlepulserL, singlepulserL2, CLK); 
SinglePulser S5(singlepulserR, singlepulserR2, CLK);
SinglePulser S10(singlepulser, singlepulser2F, frame);
SinglePulser S6(singlepulserD, singlepulserDF, frame);
SinglePulser S7(singlepulserU, singlepulserUF, frame);
SinglePulser S8(singlepulserL, singlepulserLF, frame);
SinglePulser S9(singlepulserR, singlepulserRF, frame);
SinglePulser S11(singlepulserESC, singlepulserESC2, frame); 
initial 
begin
leftFlag <= 0; 
upFlag <= 0; 
downFlag <= 0; 
VFlag <= 0; 
startFlag <= 0; 
rightFlag <= 1; 
moveFlag <= 1;
HFlag <= 1;  
X1 <= 70; 
X2 <= 20;
Y1 <= 10; 
Y2 <= 20; 
length <= 50; 
ap1 <= 1; 
ap2 <= 0; 
ap3 <= 0; 
end
always @(posedge frame) 
begin 
singlepulser = ((Q[19:12]==8'h1B) && (counter == 11) && (Q[8:1] == 8'hF0)); 
singlepulserD = ((Q[19:12]==8'h72) && (counter == 11) && (Q[8:1] == 8'hF0)); 
singlepulserU = ((Q[19:12]==8'h75) && (counter == 11) && (Q[8:1] == 8'hF0)); 
singlepulserL = ((Q[19:12]==8'h6B) && (counter == 11) && (Q[8:1] == 8'hF0)); 
singlepulserR = ((Q[19:12]==8'h74) && (counter == 11) && (Q[8:1] == 8'hF0)); 
singlepulserESC = ((Q[19:12]==8'h76) && (counter == 11) && (Q[8:1] == 8'hF0)) ; 
if (ap1==1 && (((X1>=300 && X1<=310) && (rightFlag==1)) || ((X2>=300 && X2<=310) && (leftFlag==1))) && ((Y1>=200 && Y1<=210)))
begin
ap1<=0;
ap2<=1;
ap3<=0;
end
else if (ap1==1 && ((X1>=300 && X1<=310)) && (((Y1>=201 && Y1<=209) && (upFlag==1)) || ((Y2>=200 && Y2<=210) && (downFlag==1))))
begin
ap1<=0;
ap2<=1;
ap3<=0;
end
else if (ap2==1 && (((X1>=600 && X1<=610) && (rightFlag==1)) || ((X2>=600 && X2<=610) && (leftFlag==1))) && ((Y1>=40 && Y1<=50)))
begin
ap1<=0;
ap2<=0;
ap3<=1;
end
else if (ap2==1 && ((X1>=600 && X1<=610)) && (((Y1>=40 && Y1<=50) && (upFlag==1)) || ((Y2>=40 && Y2<=50) && (downFlag==1))))
begin
ap1<=0;
ap2<=0;
ap3<=1;
end
else if (ap3==1 && (((X1>=40 && X1<=50) && (rightFlag==1)) || ((X2>=40 && X2<=50) && (leftFlag==1))) && ((Y1>=400 && Y1<=410)))
begin
ap1<=1;
ap2<=0;
ap3<=0;
end
else if (ap3==1 && ((X1>=40 && X1<=50)) && (((Y1>=400 && Y1<=410) && (upFlag==1)) || ((Y2>=400 && Y2<=410) && (downFlag==1))))
begin
ap1<=1;
ap2<=0;
ap3<=0;
end
if (singlepulser2F ==1)
	begin
	startFlag <= 1; 
	rightFlag <= 1; 
	HFlag <= 1; 
	moveFlag <= 1;
	downFlag <= 0; 
	upFlag <= 0; 
	escFlag <= 0; 
	leftFlag<=0;
		ap1<=1; 
		deathFlag<=0;
	end 
else if (singlepulserESC2 == 1) 
	begin
	startFlag <= 0;
	deathFlag <= 0; 
	HFlag <= 0; 
	moveFlag <= 0;   
	upFlag<=0;
	downFlag<=0;
	rightFlag<=0;
	leftFlag<=0;
	escFlag <= 1; 
	ap1<=0;
	ap2<=0;
	ap3<=0;
	end 
else if (singlepulserUF == 1 && startFlag == 1 && HFlag == 1 && moveFlag == 1) 
	begin 
	VFlag <= 1; 
	HFlag <= 0;  
	upFlag <= 1; 
	leftFlag <= 0; 
	rightFlag <= 0; 
	downFlag <= 0; 
	end 
else if (singlepulserDF == 1 && startFlag == 1 && HFlag == 1 && moveFlag == 1) 
	begin 
	VFlag <= 1; 
	HFlag <= 0;  
	upFlag <= 0; 
	leftFlag <= 0; 
	rightFlag <= 0; 
	downFlag <= 1;
	end
else if (singlepulserLF == 1 && startFlag == 1 && VFlag == 1 && moveFlag == 1)
	begin 
	VFlag <= 0; 
	HFlag <= 1;  
	upFlag <= 0; 
	leftFlag <= 1; 
	rightFlag <= 0; 
	downFlag <= 0;
	end
else if (singlepulserRF == 1 && startFlag == 1 && VFlag == 1 && moveFlag == 1) 
	begin 
	VFlag <= 0; 
	HFlag <= 1;  
	upFlag <= 0; 
	leftFlag <= 0; 
	rightFlag <= 1; 
	downFlag <= 0; 
	end
else if (Q[19:12]==8'h2D && counter == 11 && Q[8:1] == 8'hF0  && startFlag == 1 && moveFlag == 0 && deathFlag==0)
	begin 
	moveFlag <= 1; 
	end 
else if (Q[19:12]==8'h4D && counter == 11 && Q[8:1] == 8'hF0 && startFlag == 1 && moveFlag == 1)
	begin 
	moveFlag <= 0; 
	end 
else if (X1 <= 0 || X2 <= 0 || X1 >= 640 || X2 >= 640 || Y1 <= 0  || Y2 <=  0  || Y1 >= 480 || Y2 >= 480) 
    begin
    moveFlag <= 0;
    deathFlag<=1; 
    startFlag<=0;
    ap1<=0;
    ap2<=0;
    ap3<=0;
    end 
end 
always @(posedge frame)
begin 
if (singlepulser2F == 1)
    begin 
    X1 <= 60; 
    X2 <= 10;
    Y1 <= 10; 
    Y2 <= 20; 
    end 
else if (singlepulserDF == 1 && moveFlag == 1 && rightFlag == 1 && downFlag != 1 && upFlag !=1)
    begin 
    X2 = X1; 
    X1 = X1 + 10; 
    Y1 = Y2; 
    Y2 = Y2 + 50; 
    end 
else if (singlepulserDF == 1 && moveFlag == 1 && leftFlag == 1 && downFlag !=1 && upFlag !=1) 
    begin 
    X1 = X2; 
    X2 = X2 - 10; 
    Y1 = Y2; 
    Y2 = Y2 + 50; 
    end
else if (singlepulserUF == 1 && moveFlag == 1 && upFlag!=1 && downFlag!=1 && rightFlag == 1)
    begin
    X2 = X1; 
    X1 = X1 + 10;
    Y2 = Y1;  
    Y1 = Y1 - 50; 
    end   
else if (singlepulserUF == 1 && moveFlag == 1 && upFlag != 1 && downFlag != 1 && leftFlag == 1)
    begin 
    X1 = X2 + 10; 
    Y1 = Y2 - 50; 
    end 
else if (singlepulserLF == 1 && moveFlag == 1 && leftFlag!=1 && rightFlag!=1 && upFlag == 1) 
    begin
    X2 = X1 - 50; 
    Y2 = Y1 + 10; 
    end 
else if (singlepulserLF == 1 && moveFlag == 1 && leftFlag!=1 && rightFlag!=1 && downFlag == 1) 
    begin
    X2 = X1 - 50; 
    Y1 = Y2 - 10; 
    end 
else if (singlepulserRF == 1 && moveFlag == 1 && rightFlag!=1 && leftFlag!=1 && downFlag == 1) 
    begin
    X2 = X1; 
    X1 = X1 + 50; 
    Y1 = Y2; 
    Y2 = Y1 + 10; 
    end 
else if (singlepulserRF == 1 && moveFlag == 1 && rightFlag!=1 && leftFlag!=1 && upFlag == 1) 
    begin
    X1 = X2 + 50; 
    Y2 = Y1 + 10; 
    end  
else if (leftFlag == 1 && moveFlag == 1)
    begin
    X1 <= X1 - 10; 
    X2 <= X2 - 10; 
    end 
else if (rightFlag == 1 && moveFlag == 1 )
    begin
     X1 <= X1 + 10; 
     X2 <= X2 + 10; 
    end 
else if (upFlag == 1 && moveFlag == 1)
    begin
     Y1 <= Y1 - 10; 
     Y2 <= Y2 - 10; 
    end  
else if (downFlag == 1 && moveFlag == 1)
    begin
     Y1 <= Y1 + 10; 
     Y2 <= Y2 + 10; 
    end 
end  
endmodule 
module complexDivider(clk100Mhz, slowClk);
  input clk100Mhz;  
  output reg slowClk;  
  reg[27:0] counter;
  initial begin
    counter = 0;
    slowClk = 0;
  end
  always @ (posedge clk100Mhz)
  begin
    if(counter == 2) begin
      counter <= 1;
      slowClk <= ~slowClk;
    end
    else begin
      counter <= counter + 1;
    end
  end
endmodule
module complexDivider2(clk100Mhz, slowClk);
  input clk100Mhz;  
  output reg slowClk;  
  reg[27:0] counter;
  initial begin
    counter = 0;
    slowClk = 0;
  end
  always @ (posedge clk100Mhz)
  begin
    if(counter == 12500000) begin
      counter <= 1;
      slowClk <= ~slowClk;
    end
    else begin
      counter <= counter + 1;
    end
  end
endmodule
module MonitorB(CLK, X1, X2, Y1, Y2, Hsynch, Vsynch, R, G, B, SW6, startFlag, deathFlag, ap1, ap2, ap3, escFlag);
input CLK, SW6, startFlag, deathFlag, escFlag; 
output reg [3:0] R, G, B;
input [12:0] X1, X2, Y1, Y2; 
reg [12:0] HCount, VCount; 
output reg Hsynch, Vsynch;  
input ap1, ap2, ap3;
initial 
begin 
HCount <= 0; 
VCount <= 0; 
Hsynch <= 1; 
Vsynch <= 1; 
end 
always @(posedge CLK) 
begin 
if (HCount >= 800)
	begin
	HCount <= 0;
	VCount <= VCount + 1; 
	end 
else
	begin 
	HCount <= HCount + 1; 
	VCount <= VCount; 
	end 
if ((HCount >= 0 && HCount <= 659) || (HCount >= 755 && HCount <= 799))
	begin 
	Hsynch <= 1; 
	Vsynch <= Vsynch; 
	end
else if (HCount >= 659 && HCount <= 755) 
	begin 
	Hsynch <= 0; 
	Vsynch <= Vsynch;  
	end 
else if ((VCount >= 0 && VCount <= 492) || (VCount >= 495 && VCount <= 524))
	begin 
	Hsynch <= Hsynch; 
	Vsynch <= 1; 
	end 
else if (VCount == 493 || VCount <= 494)
	begin 
	Vsynch <= 0; 
	Hsynch <= Hsynch; 
	end 
else
	begin 
	Hsynch <= Hsynch;  
	Vsynch <= Vsynch; 
	end 
if (VCount >= 525)
	begin 
	VCount <= 0;    
	end 
if (HCount >= 640 || VCount >= 480)
	begin 
	R <= 4'h0; 
	G <= 4'h0; 
	B <= 4'h0; 
	end 
else if (escFlag==0 &&((startFlag == 1 || deathFlag == 1) && HCount <= X1 && HCount >= X2 && VCount >= Y1 && VCount <= Y2))
	begin 
	R <= 4'hF; 
	G <= 4'h0; 
	B <= 4'h0; 
	end 
else if (ap1 == 1 && HCount <= 312 && HCount >= 298 && VCount >= 198 && VCount <= 212 && startFlag == 1) 
    begin 
    R<=4'h0;
    G<=4'hF;
    B<=4'h0;
    end 
else if (ap1 == 0 && HCount <= 312 && HCount >= 298 && VCount >= 198 && VCount <= 212 && startFlag == 1)
    begin 
    R <= 4'h0; 
    G <= 4'h0; 
    B <= 4'h0;
    end 
 else if (ap2 == 1 && HCount <= 611 && HCount >= 599 && VCount >= 39 && VCount <= 51 && startFlag == 1) 
     begin 
     R<=4'h0;
     G<=4'hF;
     B<=4'h0;
     end 
 else if (ap2 == 0 && HCount <= 611 && HCount >= 599 && VCount >= 39 && VCount <= 51 && startFlag == 1)
     begin 
     R <= 4'h0; 
     G <= 4'h0; 
     B <= 4'h0;
     end
 else if (ap3 == 1 && HCount <= 51 && HCount >= 39 && VCount >= 399 && VCount <= 411 && startFlag == 1) 
     begin 
     R<=4'h0;
     G<=4'hF;
     B<=4'h0;
     end 
 else if (ap3 == 0 && HCount <= 51 && HCount >= 39 && VCount >= 399 && VCount <= 411 && startFlag == 1)
     begin 
     R <= 4'h0; 
     G <= 4'h0; 
     B <= 4'h0;
     end 
else if (SW6 == 1)
	begin 
	R <= 4'h0;
	G <= 4'hC;
	B <= 4'hC; 
	end 
else if (escFlag == 1)
begin 
R <= 4'h0; 
G <= 4'h0; 
B <= 4'h0; 
end 
else 
	begin 
	R <= 4'h0; 
	G <= 4'h0; 
	B <= 4'h0; 
	end  
end
endmodule 
```
`run.sh`:
```
#!/bin/bash
# OpenROAD 26Q1-2900-gdf79404cd8, Yosys 0.63+post, stock flow scripts
make -C /OpenROAD-flow-scripts/flow DESIGN_CONFIG=/design/flow/config.mk WORK_HOME=/design/flow/orfs finish
```
`config.mk`:
```
export PLATFORM = sky130hd
export DESIGN_NAME = Top
export DESIGN_NICKNAME = Top
export VERILOG_FILES = /design/flow/design.v
export SDC_FILE = /design/flow/constraint.sdc
export NUM_CORES = 4
export LEC_CHECK = 1
export CORE_UTILIZATION = 30
```
`constraint.sdc`:
```
current_design Top

set clk_period 3.8
set clk_io_pct 0.2

create_clock -name clk0 -period $clk_period [get_ports {CLK}]
create_clock -name clk1 -period $clk_period [get_ports {PS2Clk}]

set non_clock_inputs [all_inputs -no_clocks]
set_input_delay [expr $clk_period * $clk_io_pct] -clock clk0 $non_clock_inputs
set_output_delay [expr $clk_period * $clk_io_pct] -clock clk0 [all_outputs]
```
==> notes.org <==
#+TITLE: Flow metrics

** Floorplanning
- Horizontal extent of the die :: 225 µm
- According to the I/O placement log, the pin count is 18.
- The initial utilization of the core area, before any placement, comes to 0.305.
- The die is 225 µm tall.
- Standard cell core area :: 49000 µm²
- # rows :: 81
- Total die area :: 50600 µm²

** Yosys
- Number of enable flip-flop cells :: 4
- Yosys mapped the design onto 96 distinct sky130hd cell types.
- The main area contributors are sky130_fd_sc_hd__dfxtp_1 (26%), sky130_fd_sc_hd__xnor2_1 (7.0%), sky130_fd_sc_hd__ha_1 (6.3%).
- Portion of the post-synthesis area used by sequential elements :: 0.270
- Most area-hungry cell type in the Yosys netlist :: sky130_fd_sc_hd__dfxtp_1
- For this run, the chip area from Yosys synthesis comes to 14900 µm².
- The commonest register cell is sky130_fd_sc_hd__dfxtp_1.
- Yosys warning total :: 8
- Post-Synthesis Cell Area :: 14900 µm²
- # Cells Yosys :: 1965
- Syn_area_per_cell :: 7.59 µm²
- Gate count after technology mapping :: 1965
- The share of synthesized area in the top cell type comes to 0.262.
- Flops after synth :: 199
- Counting flops with an async set or reset pin after synthesis yields a share of 0.

** Clock network
- CTS hold repair buffers :: 0
- The registers of the reported paths see a clock transition of 0.03 ns.
- The report lists the number of cells resized after CTS as 0.
- CTS tree :: done
- Looking at the post-CTS report, the setup buffer insertion count equals 0.

** Flow run
- Count of warning messages emitted by the tools :: 66
- Number of maximum-capacitance constraint violations :: 0

** GRT
- Global route summary, busiest routing layer listed as met2.
- The global routing report lists met2 layer usage as 0.319.
- Remaining Overflow, GRT :: 0
- Global-route total usage across every layer :: 0.210
- The via count of the first global-routing pass was 13864.
- On met3, the global router reports a usage of 0.0296.
- Antenna violations before repair :: 0
- On met1, the global router reports a usage of 0.305.
- The first global-routing pass estimated 81500 µm of wire.
- Entering global routing, the biggest net connects 50 pins.

** Route
- Number of antenna diodes :: 0
- Count of antenna-violating nets left after detailed routing :: 0
- After detailed routing, the number of vias per cell comes to 5.91.
- For this run, the detailed router's first-pass iteration total came to 7.
- The routed layout has 15163 vias.
- Remaining routing DRC violations :: 0
- Final Routed Wirelength :: 52700 µm
- Number of DRC violations after detailed-routing iteration 0 :: 1557
- Final routed wire length divided by cell count :: 20.5 µm

** STA
- The timer found 115 register pins that no clock reaches; their paths are not timed.
- Count of endpoints without a timing constraint :: 123
- Final tally of hold violations :: 0
- Max-slew headroom :: 0.310
- Worst setup skew after layout :: 0.00893 ns
- Final max-slew violation count :: 0
- For the pin with the worst max-slew slack, the measured transition is 1.03 ns.
- RSZ-0062 raised after global routing :: false
- The end-of-flow timing check tallies setup violations at 0.
- For the final routed database, the setup TNS stands at 0 ns.

** Cells and area
- The finished cells cover 15900 µm².
- Among logic cells in the layout, the one with the most instances is sky130_fd_sc_hd__dfxtp_1.
- Per the final layout report, the fraction of cells sized above drive strength 1 comes to 0.0463.
- In the layout the commonest cells are sky130_fd_sc_hd__dfxtp_1 (194), sky130_fd_sc_hd__nor2_1 (168), sky130_fd_sc_hd__nand2_1 (156), sky130_fd_sc_hd__xnor2_1 (119), sky130_fd_sc_hd__a21oi_1 (117).
- The post-route utilization of the core is recorded as 0.325.
- Layout-stage area growth over the synthesis result :: 6.57%
- After filler insertion, the fill cell instance count of the layout stands at 5077.

** Place
- GP Congestion :: 1.00
- Number of buffer cells added on primary ports :: 14
- For this run the detailed placement stage logged an HPWL of 37700 µm.
- Detailed placement reports a standard cell area of 15400 µm².

** Worst setup path
- The timing report notes that buffer and inverter cells on the critical path total 1.
- WP data arrival :: 1.16 ns
- Crit start category :: input port
- Setup slack of the most critical reg-to-reg path :: 1.63 ns
- Family with the most delay on the worst path :: buffers and inverters
- The worst setup path is captured at a flop.
- Critical path class :: in -> reg
- Biggest fanout along the worst timing path :: 1
- Per the timing report, the most critical flop-to-flop path originates at M.CLK1.counter[2]$_SDFF_PN0_.
- The longest incremental delay of any stage on the critical path is reported as 0.40 ns.
- Worst Path Required :: 2.12 ns
- The report lists the cells along the critical path as clkdlybuf4s50_1.
- On the critical path, the stage with the largest delay is an instance of sky130_fd_sc_hd__clkdlybuf4s50_1.
- Launching instance or port of the critical path :: si

** Power and ir drop
- Leakage power of the design :: 5.59 nW
- PwrDens :: 124 nW/µm²
- In this run the VDD rail shows a maximum IR drop of 0.334 mV.

** Status
- The run finished with clean final reports.

** Worst hold path
- The most critical min-delay path falls under reg -> reg.
- The worst hold path begins at S2.Q[21]$_DFF_N_.
## through the flow
step	worst slack, ns	hold slack, ns	power (mW)	cells
floorplan	1.04	0.310	0.969	1972
global route	0.958	0.322	2.07	2565
finish	0.961	0.318	1.97	2565
CTS	0.963	0.320	2.01	2565
detailed placement	0.617	0.312	0.973	2523
global placement	0.629	0.314	0.972	2523
## layout make-up
class | instances | area, µm² | share of cell area
well taps | 664 | 831 | 0.0523
clock inverters | 27 | 104 | 0.00653
flip-flops and latches | 199 | 4030 | 0.253
clock buffers | 16 | 345 | 0.0217
inverters | 81 | 304 | 0.0191
repair buffers | 45 | 373 | 0.0235
multi-input cells | 1533 | 9910 | 0.624
## cell usage after synthesis (28+ instances only)
cell type / instances
sky130_fd_sc_hd__nor4_1: 34
sky130_fd_sc_hd__clkbuf_1: 84
sky130_fd_sc_hd__o21ai_0: 107
sky130_fd_sc_hd__nor2_1: 168
sky130_fd_sc_hd__dfxtp_1: 195
sky130_fd_sc_hd__nor3_1: 72
sky130_fd_sc_hd__nand3_1: 85
sky130_fd_sc_hd__a211oi_1: 35
sky130_fd_sc_hd__inv_1: 76
sky130_fd_sc_hd__xnor2_1: 119
sky130_fd_sc_hd__nand4_1: 59
sky130_fd_sc_hd__nand2_1: 156
sky130_fd_sc_hd__ha_1: 75
sky130_fd_sc_hd__a21oi_1: 117
sky130_fd_sc_hd__buf_2: 49
sky130_fd_sc_hd__xor2_1: 28
sky130_fd_sc_hd__nor2b_1: 29
sky130_fd_sc_hd__a31oi_1: 36
## kinds of logic after synthesis
family | Yosys count | synth area share
muxes | 9 | 0.00613
xor gates and xnor gates | 147 | 0.0863
AOI/OAI and AO/OA | 558 | 0.254
adders and majority gates | 75 | 0.0629
other | 1 | 0.000251
and+or+nand+nor | 736 | 0.253
buffers and inverters | 240 | 0.0674
DFF | 199 | 0.270
## per-layer routing
metal	vias to the layer above	share of wire
li1	7139	-
met1	7164	0.44
met2	744	0.44
met3	116	0.075
met4	0	0.041
met5	-	0
## flip-flops by register name, indices dropped and copies added, names as in the netlist, 2 cells and up
signal	count
M.X2	13
M.Y1	13
M.CLK1.counter	28
M.frame1.counter	28
M.M.VCount	13
M.Y2	13
M.X1	13
M.M.HCount	13
S2.Q	21
M.M.G	2
S2.counter	5
## worst paths after layout
check | cells past startpoint | end
setup / recovery | 1 | S2.Q[21]$_DFF_N_
hold / removal | 0 | S2.Q[20]$_DFF_N_
setup reg to reg | 7 | M.CLK1.counter[25]$_SDFF_PN0_
hold reg to reg | 0 | S2.Q[20]$_DFF_N_
max in group clk0 | 7 | M.CLK1.counter[25]$_SDFF_PN0_
min in group clk0 | 1 | M.frame1.counter[0]$_SDFF_PN1_
## power breakdown
group	total [mW]	internal, mW	switching, mW
logic	0.00726	0.00421	0.00305
registers	0.908	0.900	0.00705
clock network	1.06	0.660	0.398
total	1.97	1.56	0.409
Power and IR drop assume default switching activity.
